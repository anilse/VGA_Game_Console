$ cat design/flow/design.v
`timescale 1ns / 1ps
module pixelGeneration(clk, rst, push, pixel_x, pixel_y, video_on, rgb);
input clk, rst;
input [2:0] push;
input [9:0] pixel_x, pixel_y;
input video_on;
output reg [2:0] rgb;
wire ball_on, border_circle, handle_on ,refr_tick;
reg handle_pixel;
localparam MAX_X = 640;
localparam MAX_Y = 480;
localparam ROD_L = 16;
localparam BALL_RADIUS = 16;
localparam BIG_BALL_RADIUS = 27;
localparam BALL_VEL = 5;
reg [1:0] state, stateNext;
wire [17:0] expanded_x, expanded_y;
wire [9:0] ball_x_left, ball_x_right, ball_y_top, ball_y_bottom;
reg [9:0] ball_y_cent, ball_y_cent_next, diffX, diffY;
reg [9:0] ball_x_cent, ball_x_cent_next;
reg direction_y, direction_x, direction_yNext, direction_xNext;
reg [1:0] quadrant, quadrant_next;
reg [7:0] angle, angle_next;
wire [7:0] tan;
LUT_TAN lut(angle, tan);
always @(posedge clk) begin
	if(rst) begin
		ball_y_cent <= 240;
		ball_x_cent <= 320;
		direction_y <= 0;  
		direction_x <= 0;  
		quadrant <= 0;
		angle <= 0;
		state <= 0;
	end
	else begin
		ball_y_cent <= #1 ball_y_cent_next;
		ball_x_cent <= #1 ball_x_cent_next;
		direction_y <= #1 direction_yNext;
		direction_x <= #1 direction_xNext;
		quadrant <= quadrant_next;
		angle <= angle_next;
		state <= stateNext;
	end
end
assign refr_tick = (pixel_y == 481) && (pixel_x == 0);
assign ball_y_top = ball_y_cent - BALL_RADIUS + 1;
assign ball_x_left = ball_x_cent - BALL_RADIUS + 1;
assign ball_y_bottom = ball_y_cent + BALL_RADIUS - 1;
assign ball_x_right = ball_x_cent + BALL_RADIUS - 1;
always @(*) begin
	rgb = 3'b000;
	if(video_on) begin
		if(handle_on)
			rgb = 3'b000;
		else begin 
			if(ball_on)
				rgb = 3'b011;
			else	
				rgb = 3'b110;
		end
	end
end
assign ball_on = ((BALL_RADIUS * BALL_RADIUS) > ((pixel_x - ball_x_cent)*(pixel_x - ball_x_cent))
									+ ((pixel_y - ball_y_cent)*(pixel_y - ball_y_cent)));
assign border_circle = ((BIG_BALL_RADIUS * BIG_BALL_RADIUS) > ((pixel_x - ball_x_cent)*(pixel_x - ball_x_cent))
									+ ((pixel_y - ball_y_cent)*(pixel_y - ball_y_cent))); 									
assign handle_on = handle_pixel && border_circle;
assign expanded_x = diffX*tan;  
assign expanded_y = diffY*tan;  
always @(*) begin
	ball_y_cent_next = ball_y_cent;
	ball_x_cent_next = ball_x_cent;
	direction_xNext = direction_x;
	direction_yNext = direction_y;
	quadrant_next = quadrant;
	angle_next = angle;
	stateNext = state;
	if(ball_x_right >= (MAX_X-8))
		direction_xNext = 1;  
	else if (0 >= ball_x_left)
		direction_xNext = 0;  
	if (ball_y_bottom >= MAX_Y)
		direction_yNext = 0;  
	else if (5 >= ball_y_top)
		direction_yNext = 1;  
	if(refr_tick) begin		
		if (push[0] && (~direction_x)) begin
			ball_x_cent_next = ball_x_cent + BALL_VEL;  
		end 
		else if (push[0] && (direction_x)) begin
			if(ball_x_left < BALL_VEL) begin
				ball_x_cent_next = BALL_RADIUS - 1 ;  
			end
			else begin  
				ball_x_cent_next = ball_x_cent - BALL_VEL; 
			end
		end
		else if (push[1] && (direction_y)) begin
			ball_y_cent_next = ball_y_cent + BALL_VEL;  
		end
		else if (push[1] && (~direction_y)) begin
			ball_y_cent_next = ball_y_cent - BALL_VEL;  
		end
		if(push[2]) begin
			if(state == 0)begin
				if(angle < 23)
					angle_next = angle + 1;
				else
					stateNext = state + 1;
			end
			else if(state == 1) begin		
				if(angle > 0)
					angle_next = angle - 1;
				else begin
					stateNext = state + 1;
					quadrant_next = quadrant + 1;
				end
			end
			else if(state == 2)begin
				if(angle < 23)
					angle_next = angle + 1;
				else
					stateNext = state + 1;
			end
			else if(state == 3) begin		
				if(angle > 0)
					angle_next = angle - 1;
				else begin
					stateNext = state + 1;
					quadrant_next = quadrant + 1;
				end
			end
		end
	end	 
	case(quadrant)
		0:begin 
			diffX = pixel_x-ball_x_cent;
			diffY = ball_y_cent-pixel_y;
			if ((state == 0) || (state == 3)) begin	
				handle_pixel =
					(expanded_x[17:7]-1 == diffY)
				|| (expanded_x[17:7] == diffY)
				|| (expanded_x[17:7]+1 == diffY);
			end
			else if ((state == 1) || (state == 2))begin
				handle_pixel =
					(expanded_y[17:7]-1 == diffX)
				|| (expanded_y[17:7] == diffX)
				|| (expanded_y[17:7]+1 == diffX);
			end
		end
		1:begin
			diffX = ball_x_cent-pixel_x;
			diffY = ball_y_cent-pixel_y;
			if ((state == 0) || (state == 3)) begin	
				handle_pixel =
					(expanded_x[17:7]-1 == diffY)
				|| (expanded_x[17:7] == diffY)
				|| (expanded_x[17:7]+1 == diffY);
			end
			else if ((state == 1) || (state == 2))begin
				handle_pixel =
					(expanded_y[17:7]-1 == diffX)
				|| (expanded_y[17:7] == diffX)
				|| (expanded_y[17:7]+1 == diffX);
			end
		end
		2:begin
			diffX = ball_x_cent-pixel_x;
			diffY = pixel_y-ball_y_cent;
			if ((state == 0) || (state == 3)) begin	
				handle_pixel =
					(expanded_x[17:7]-1 == diffY)
				|| (expanded_x[17:7] == diffY)
				|| (expanded_x[17:7]+1 == diffY);
			end
			else if ((state == 1) || (state == 2))begin
				handle_pixel =
					(expanded_y[17:7]-1 == diffX)
				|| (expanded_y[17:7] == diffX)
				|| (expanded_y[17:7]+1 == diffX);
			end	
		end
		3:begin
			diffX = pixel_x-ball_x_cent;
			diffY = pixel_y-ball_y_cent;
			if ((state == 0) || (state == 3)) begin	
				handle_pixel =
					(expanded_x[17:7]-1 == diffY)
				|| (expanded_x[17:7] == diffY)
				|| (expanded_x[17:7]+1 == diffY);
			end
			else if ((state == 1) || (state == 2))begin
				handle_pixel =
					(expanded_y[17:7]-1 == diffX)
				|| (expanded_y[17:7] == diffX)
				|| (expanded_y[17:7]+1 == diffX);
			end	
		end
	endcase
	if(refr_tick) begin		
		if (push[0] && (~direction_x)) begin
			ball_x_cent_next = ball_x_cent + BALL_VEL;  
		end 
		else if (push[0] && (direction_x)) begin
			if(ball_x_left < BALL_VEL) begin
				ball_x_cent_next = BALL_RADIUS - 1 ;  
			end
			else begin  
				ball_x_cent_next = ball_x_cent - BALL_VEL; 
			end
		end
		else if (push[1] && (direction_y)) begin
			ball_y_cent_next = ball_y_cent + BALL_VEL;  
		end
		else if (push[1] && (~direction_y)) begin
			ball_y_cent_next = ball_y_cent - BALL_VEL;  
		end
	end
end
endmodule
module LUT_TAN (angle, tan_scale);
input [7:0] angle;
output reg [7:0] tan_scale;
always @(*)
   case(angle)
       0: tan_scale = 4;   
       1: tan_scale = 7;   
       2: tan_scale = 11;   
       3: tan_scale = 14;  
       4: tan_scale = 18;  
       5: tan_scale = 21;  
       6: tan_scale = 25;  
       7: tan_scale = 29;  
       8: tan_scale = 33;   
       9: tan_scale = 36;   
       10: tan_scale = 40;   
       11: tan_scale = 45;   
       12: tan_scale = 49;   
       13: tan_scale = 53;   
       14: tan_scale = 58;   
       15: tan_scale = 63;   
       16: tan_scale = 67;   
       17: tan_scale = 73;   
       18: tan_scale = 78;   
       19: tan_scale = 84;   
       20: tan_scale = 90;   
       21: tan_scale = 97;   
       22: tan_scale = 100;  
       default: tan_scale = 100; 
    endcase
endmodule
module project_top_milestone_3(clk, rst, push, hsync, vsync, rgb);
input clk, rst;
input [2:0] push; 
output hsync, vsync;
output [2:0] rgb;
wire video_on;
wire [9:0] pixel_x, pixel_y;
vgaSync vgaSync(.clk(clk), .rst(rst), .hsync(hsync), .vsync(vsync), .video_on(video_on), .p_tick(), .pixel_x(pixel_x), .pixel_y(pixel_y));
pixelGeneration pixelGeneration(.clk(clk), .rst(rst), .push(push), .pixel_x(pixel_x), .pixel_y(pixel_y), .video_on(video_on), .rgb(rgb));
endmodule
module vgaSync(clk, rst, hsync, vsync, video_on, p_tick, pixel_x, pixel_y);
input clk, rst;
output hsync, vsync, video_on, p_tick;
output [9:0] pixel_x, pixel_y;
parameter HD = 640;  
parameter HF = 48;  
parameter HB = 16;  
parameter HR = 96;  
parameter VD = 480;  
parameter VF = 10;  
parameter VB = 33;  
parameter VR = 2;  
reg mod2;
wire mod2Next;
reg [9:0] h_count, h_countNext;
reg [9:0] v_count, v_countNext;
reg v_sync, h_sync;
wire v_syncNext, h_syncNext;
wire h_end, v_end, pixel_tick;
always @(posedge clk) begin
		mod2 <= #1 mod2Next;
		v_count <= #1 v_countNext;
		h_count <= #1 h_countNext;
		v_sync <= #1 v_syncNext;
		h_sync <= #1 h_syncNext;
end
assign mod2Next = rst ? 0 : ~mod2;
assign pixel_tick = mod2;
assign h_end = (h_count == (HD+HF+HB+HR-1));
assign v_end = (v_count == (VD+VF+VB+VR-1));
always @(*) begin
	h_countNext = h_count;
	if(rst)
		h_countNext = 0;
	else if(pixel_tick)  
		if(h_end)
			h_countNext = 0;
		else
			h_countNext = h_count + 1;
end
always @(*) begin
	v_countNext = v_count;
	if(rst)
		v_countNext = 0;
	else if(pixel_tick & h_end)
		if(v_end)
			v_countNext = 0;
		else
			v_countNext = v_count + 1;
end
assign h_syncNext = rst ? 0 : (h_count >= (HD+HB) && h_count <= (HD+HB+HR-1));
assign v_syncNext = rst ? 0 : (v_count >= (VD+VB) && v_count <= (VD+VB+VR-1));
assign video_on = (h_count < HD) && (v_count < VD);
assign hsync = h_sync;
assign vsync = v_sync;
assign p_tick = mod2;
assign pixel_x = h_count;
assign pixel_y = v_count;
endmodule
$ cat design/flow/run.sh
#!/bin/bash
# OpenROAD 26Q1-2900-gdf79404cd8, Yosys 0.63+post, stock flow scripts
make -C /OpenROAD-flow-scripts/flow DESIGN_CONFIG=/design/flow/config.mk WORK_HOME=/design/flow/orfs finish
$ cat design/flow/config.mk
export PLATFORM = sky130hd
export DESIGN_NAME = project_top_milestone_3
export DESIGN_NICKNAME = project_top_milestone_3
export VERILOG_FILES = /design/flow/design.v
export SDC_FILE = /design/flow/constraint.sdc
export NUM_CORES = 4
export LEC_CHECK = 1
export CORE_UTILIZATION = 40
$ cat design/flow/constraint.sdc
current_design project_top_milestone_3

set clk_period 17.6
set clk_io_pct 0.2

create_clock -name clk0 -period $clk_period [get_ports {clk}]

set non_clock_inputs [all_inputs -no_clocks]
set_input_delay [expr $clk_period * $clk_io_pct] -clock clk0 $non_clock_inputs
set_output_delay [expr $clk_period * $clk_io_pct] -clock clk0 [all_outputs]
==> summary.txt <==
run metrics: drt first pass iters=5, R2R cell count=9, Hold Path Class=reg -> reg, count of pins over their slew limit=0, # diodes=0, Setup crit end kind=primary output, core box area=about 0.08 mm^2, Final Hold Fails=0, Post-Syn Instances=approximately 3600, # hold bufs at CTS=0, Initial DRC Count=~1400, slew margin rel.=42.4%, drt drc=0, reg2reg start=vgaSync.h_count[5], Die ar.=around 0.08 mm^2, setup bufs post-CTS=0, clock buffer count from CTS=9, total track usage=around 22%, Hold Crit Start=pixelGeneration.direction_x, Util after Layout=a little over two fifths, I/O pin cnt=10, synthesis-to-layout area growth=5.34%, max_cap viols=0, EDFF count, synth=0, tool warnings=83, yosys synthesis chip area=0.0317 mm^2, Critical Path Fanout Max=12, GRT overflow=0, Startpoint Class=flop, setup TNS=0 ns, antenna violations before repair=0, Mapped Area=between 0.03 and 0.04 mm^2, worst-margin pin slew=approximately 0.86 ns, max frequency=roughly 60 MHz, RSZ-0062 raised after global routing=false, Netlist cell types=approximately 110, Fillers=between 7000 and 8000, post-cts sizing count=0, register pins left without a clock=1, Layout Skew=0.00888 ns, Hold Crit Depth=2, # H-tree levels=3, flop2flop setup slack=about 14 ns, Setup CP Type=reg -> out, most used cell, CP=fa_1, Synth Flop Type=dfxtp_1, ys flops=about 65, post-route ant nets=0, via count=roughly 23000, layout cell share with drive strength beyond 1=around 4.4%, min Tclk post-route=roughly 17 ns, Late-Pin Clk Latency=roughly 0.34 ns, Area leader share=a little under two fifths, Die Y=283 um, largest net degree at the start of global routing=35, wire length per cell=approximately 18 um, Mapped Avg Cell Area=8.80 um^2, Setup Viol. Count Final=0, highest-delay cell along the critical path=fa_1, WP buf/inv=10, Worst-path clk slew=0.06 ns, CP peak stage delay=between 0.7 and 0.8 ns, row cnt=a little over 100, Detailed Route WL=approximately 80 mm, Root Buffer=clkbuf_16, cell accounting for the most synthesized area=fa_1, Worst path top cell family by delay=adder cells, routed vias/inst=just over 5, WP data arrival=13.14 ns, CTS Buffer Depth=2, run status=finished, final reports clean, endpoints left unconstrained=1, Synthesis Warnings=3, Tcrit/Tclk final=between 90 and 100%, wire length of the first global-routing pass=131 mm, chip width=283 um, top post-synthesis cells by area=fa_1 37%, ha_1 15%, inv_1 10%, Port Buffer Count=9, CTS tree=yes, Yosys Instances=3601, GP Congestion=slightly above 1, WHS Endpoint=pixelGeneration.direction_x, Critical Path RT=about 14 ns, Initial Utilization=between 40% and 50%, Synth top cells by count=848 x inv_1, 589 x fa_1, 382 x ha_1, 344 x nor2_1, 160 x xnor2_1, Post-synth ARST share=0%, vias in the first global route=approximately 23000, HPWL Detailed=71.6 mm, most frequent cell after synthesis=inv_1
-- kinds of logic after synthesis --
logic type	Yosys count	synth area share (%)
AND-OR/OR-AND	482	10.4
XOR/XNOR	239	7.48
adder cells (fa/ha/maj)	971	52.3
buffers and inverters	950	11.4
flip-flops	64	4.04
latches	1	0.0474
multiplexers	29	0.932
other	1	0.0118
AND/OR/NAND/NOR	864	13.4
-- cells in the final DEF (no fill, tap or decap), drive strengths merged, types with 10 or more instances in the layout --
cell type / instances
inv: 849
fa: 589
ha: 382
nor2: 345
xnor2: 164
nand2: 155
a21oi: 140
o21ai: 85
dfxtp: 64
xor2: 59
nor3: 57
nand3: 52
buf: 48
or2: 42
a21o: 36
and3: 29
a211oi: 26
nor4: 26
mux2i: 25
nand4: 24
o211ai: 23
nand2b: 22
and2: 22
nor2b: 19
or3: 17
o21a: 17
xnor3: 16
o22ai: 13
a31oi: 13
o31ai: 11
clkbuf: 10
clkinv: 10
-- worst max path at each step --
stage	start	endpoint	slack [ns]	cells past startpoint
final	pixelGeneration.ball_y_cent[2]	rgb[0]	0.94	40
after global routing	pixelGeneration.ball_y_cent[2]	rgb[0]	0.08	40
after CTS	pixelGeneration.ball_y_cent[2]	rgb[0]	0.74	40
-- metrics by stage --
step	worst slack [ns]	hold WS (ns)	instances	cell area, um^2
finish	0.944	0.520	4621	33400
global route	0.0834	0.544	4621	33400
CTS	0.737	0.518	4621	33400
detailed placement	1.14	0.503	4605	33100
global placement	1.30	0.506	4605	33100
floorplan	2.25	0.470	3601	31700
-- metal layers --
layer	wire (um)	vias to the layer above	share of wire, %	GRT usage [%]
met5	69	-	0.085	1.13
met2	36600	740	45	31.8
li1	-	11355	-	-
met1	34800	11245	43	32.6
met4	1530	2	1.9	3.31
met3	8550	61	10	9.16
-- tightest hold or removal path, delay by kind of cell (launching register included) --
family | cells | cell delay [ns]
AND-OR/OR-AND | 2 | 0.14
flip-flops | 1 | 0.33
-- layout make-up --
class / instances / area, um^2 / share of cell area, %
clock buffer: 10 / 229 / 0.686
clock inverter: 6 / 60.1 / 0.180
inverter: 857 / 3220 / 9.65
multi-input combinational: 2586 / 26800 / 80.4
sequential: 65 / 1300 / 3.88
tap: 1040 / 1300 / 3.90
timing repair buffer: 57 / 450 / 1.35
